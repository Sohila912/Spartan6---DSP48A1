==> design/flow/design.v <==
module Main_project(A,B,C,D,CARRYIN,M,P,CARRYOUT,CARRYOUTF,CLK,OPMODE,CEA,CEB,CEC,CECARRYIN,
CED,CEM,CEOPMODE,CEP,RSTA,RSTB,RSTC,RSTCARRYIN,RSTD,RSTM,RSTOPMODE,RSTP,BCIN,BCOUT,PCIN,PCOUT);
parameter A0REG = 1;
parameter A1REG = 1;
parameter B0REG = 1;
parameter B1REG = 1;
parameter CREG = 1;
parameter DREG = 1;
parameter MREG = 1;
parameter PREG = 1;
parameter CARRYINREG = 1;
parameter CARRYOUTREG = 1;
parameter OPMODEREG = 1;
parameter CARRYINSEL = "OPMODES";  
parameter B_INPUT = "DIRECT";  
parameter RSTTYPE = "SYNC";  
input [17:0] A,B,D,BCIN;
input [47:0] C;
input CARRYIN;  
output wire [35:0] M; 
output wire [47:0] P;
output wire CARRYOUT,CARRYOUTF;
input CLK,CEA,CEB,CEC,CECARRYIN,CED,CEM,CEOPMODE,CEP;
input [7:0] OPMODE; 
input RSTA,RSTB,RSTC,RSTCARRYIN,RSTD,RSTM,RSTOPMODE,RSTP;
output wire [17:0] BCOUT;
output wire [47:0] PCOUT;
input [47:0] PCIN;
wire [17:0] A0,A1,B0,B1,D0;
wire [47:0] P0;
wire [35:0] M0;
wire [7:0]Opmode0;
wire CARRYOUT0,CarryInValue,CarryIn0;
wire [47:0] C0;
wire [17:0] valueB;
wire [17:0] preadderout,preadderout_mux;
wire [35:0] multiplier_out;
wire [47:0] postadderout;  
wire CARRYOUT0_IN;  
wire [47:0] x_out,z_out,concatenatedDAB;
assign concatenatedDAB = {D,A,B};
assign valueB = (B_INPUT   == "DIRECT") ? B :
                   (B_INPUT == "CASCADE") ? BCIN :
                   18'b0;  
assign CarryInValue = (CARRYINSEL == "OPMODES") ? Opmode0[5] :
                   (CARRYINSEL == "CARRYIN") ? CARRYIN :
                   1'b0;
reg_mux #(.F_width(18), .RSTTYPE(RSTTYPE), .F_reg(A0REG)) A0_reg_mux (.F(A),.clk(CLK),.reset(RSTA),.f_mux_out(A0),.CE(CEA));
reg_mux #(.F_width(18), .RSTTYPE(RSTTYPE), .F_reg(B0REG)) B0_reg_mux (.F(valueB),.clk(CLK),.reset(RSTB),.f_mux_out(B0),.CE(CEB));
reg_mux #(.F_width(48), .RSTTYPE(RSTTYPE), .F_reg(CREG)) C_reg_mux (.F(C),.clk(CLK),.reset(RSTC),.f_mux_out(C0),.CE(CEC)); 
reg_mux #(.F_width(18), .RSTTYPE(RSTTYPE), .F_reg(DREG)) D_reg_mux (.F(D),.clk(CLK),.reset(RSTD),.f_mux_out(D0),.CE(CED)); 
reg_mux #(.F_width(8), .RSTTYPE(RSTTYPE), .F_reg(OPMODEREG)) Opmode_reg_mux (.F(OPMODE),.clk(CLK),.reset(RSTOPMODE),.f_mux_out(Opmode0),.CE(CEOPMODE));
assign preadderout = (Opmode0[6]) ? D0 - B0 : D0 + B0;
assign preadderout_mux = (Opmode0[4]) ? preadderout : valueB;
reg_mux #(.F_width(18), .RSTTYPE(RSTTYPE), .F_reg(A1REG)) A1_reg_mux (.F(A0),.clk(CLK),.reset(RSTA),.f_mux_out(A1),.CE(CEA));
reg_mux #(.F_width(18), .RSTTYPE(RSTTYPE), .F_reg(B1REG)) B1_reg_mux (.F(preadderout_mux),.clk(CLK),.reset(RSTB),.f_mux_out(B1),.CE(CEB));  
assign BCOUT = B1;
assign multiplier_out = A1 * B1;
reg_mux #(.F_width(36), .RSTTYPE(RSTTYPE), .F_reg(MREG)) M_reg_mux (.F(multiplier_out),.clk(CLK),.reset(RSTM),.f_mux_out(M0) ,.CE(CEM)); 
assign M = M0;
reg_mux #(.F_width(1), .RSTTYPE(RSTTYPE), .F_reg(CARRYINREG)) CYI (.F(CarryInValue),.clk(CLK),.reset(RSTCARRYIN),.f_mux_out(CarryIn0),.CE(CECARRYIN));
mux48 x_mux(.A({48'b0}),.B({12'b0,multiplier_out}),.C(P),.D(concatenatedDAB),.SEL(Opmode0[1:0]),.OUT(x_out));   
mux48 z_mux(.A({48'b0}),.B(PCIN),.C(P),.D(C),.SEL(Opmode0[3:2]),.OUT(z_out)); 
assign {CARRYOUT0_IN,postadderout} = (Opmode0[7]) ? z_out - (x_out + CarryIn0) : z_out + (x_out + CarryIn0);
reg_mux #(.F_width(48), .RSTTYPE(RSTTYPE), .F_reg(PREG)) P_reg_mux (.F(postadderout),.clk(CLK),.reset(RSTP),.f_mux_out(P0),.CE(CEP));
reg_mux #(.F_width(1), .RSTTYPE(RSTTYPE), .F_reg(CARRYOUTREG)) CYO (.F(CARRYOUT0_IN),.clk(CLK),.reset(RSTP),.f_mux_out(CARRYOUT0),.CE(CEP));
assign P = P0;
assign PCOUT = P0;
assign CARRYOUT = CARRYOUT0;
assign CARRYOUTF = CARRYOUT0;
 endmodule
module mux48(A,B,C,D,SEL,OUT);
input [47:0] A,B,C,D;
input [1:0] SEL;
output reg[47:0] OUT;
always @(*) begin
    case(SEL)
        2'b00: OUT = A;
        2'b01: OUT = B;
        2'b10: OUT = C;
        2'b11: OUT = D;
    endcase
end
endmodule
module reg_mux #(parameter F_width = 18, parameter RSTTYPE = "SYNC", parameter F_reg = 1) (
    input [F_width-1:0] F,
    input clk,CE,
    input reset,
    output reg [F_width-1:0] f_mux_out
);
    reg [F_width-1:0] F_reg1;
    generate
        if (RSTTYPE == "SYNC") begin : sync_reset
            always @(posedge clk) begin
                if (reset) begin
                    F_reg1 <= 0;
                end else if (F_reg == 1) begin
                    F_reg1 <= F;
                end
            end
        end
    endgenerate
    generate
        if (RSTTYPE == "UNSYNC") begin : async_reset
            always @(posedge clk or posedge reset) begin
                if (reset) begin
                    F_reg1 <= 0;
                end else if (F_reg == 1) begin
                    F_reg1 <= F;
                end
            end
        end
    endgenerate
    always @(posedge clk) begin
        if (F_reg == 1 && CE) begin
            f_mux_out <= F_reg1;
        end else begin
            f_mux_out <= F;
        end
    end
endmodule
==> design/flow/run.sh <==
#!/bin/bash
# OpenROAD 26Q1-2900-gdf79404cd8, Yosys 0.63+post, stock flow scripts
make -C /OpenROAD-flow-scripts/flow DESIGN_CONFIG=/design/flow/config.mk WORK_HOME=/design/flow/orfs finish
==> design/flow/config.mk <==
export PLATFORM = sky130hd
export DESIGN_NAME = Main_project
export DESIGN_NICKNAME = Main_project
export VERILOG_FILES = /design/flow/design.v
export SDC_FILE = /design/flow/constraint.sdc
export NUM_CORES = 4
export LEC_CHECK = 1
export CORE_UTILIZATION = 40
==> design/flow/constraint.sdc <==
current_design Main_project

set clk_period 24.9
set clk_io_pct 0.2

create_clock -name clk0 -period $clk_period [get_ports {CLK}]

set non_clock_inputs [all_inputs -no_clocks]
set_input_delay [expr $clk_period * $clk_io_pct] -clock clk0 $non_clock_inputs
set_output_delay [expr $clk_period * $clk_io_pct] -clock clk0 [all_outputs]
==> deck_impl_summary.md <==
Synthesis and Place & Route Summary

Placed design
  • Placed Area: 0.03509 mm²
  • Post-DP HPWL: 71960 µm
  • GP Congestion: 0.9288
  • Post-place setup slack: 12.05 ns
  • # port buffers: 324

Clock network
  • Postcts setup bufs: 0
  • Resized cells post-CTS: 0
  • Reg clk slew, reported paths: 0.07 ns
  • Root buffer cell: clkbuf_16
  • Clock latency on the worst-skew pair: 0.59 ns
  • # H-tree levels: 2
  • Cts bufs inserted: 43
  • Max clock buf depth: 3
  • Hold_buf cts: 0
  • CTS tree: built
  • CTS sink cnt: 368

Worst hold path
  • Hold depth: 2
  • Worst hold path class: flop to flop

Job
  • Max Cap Viol: 0
  • OpenROAD warning count: 46

Layout
  • Syn-to-layout area delta: 17.13%
  • Cell area after layout: 0.03657 mm²
  • Fill cells: 7493
  • Most frequent logic cell in the layout: nand2_1
  • Commonest cells after routing, fill and taps aside: nand2_1, dfxtp_1, inv_1
  • Final Util: 0.4728
  • Ratio of cells with drive above 1 in the final layout: 0.1036

Timing
  • Peak Freq: 0.08085 GHz
  • Max_slew headroom: 0.3225
  • Setup slack after layout: 12.53 ns
  • Final setup violation count: 0
  • Final Hold Vio Count: 0
  • RSZ-0062 raised after global routing: no
  • Tmin final: 12.37 ns
  • Clock Skew: 0.02431 ns
  • Worst slew pin tran: 0.9906 ns
  • Slew Limit Fails: 0
  • Period utilization: 0.4967
  • Setup tns final: 0 ns

Floorplan
  • Chip area: 0.07917 mm²
  • Row count: 102
  • Die X-Extent: 281.4 µm
  • DIE HEIGHT: 281.4 µm
  • Fp_density: 0.4037
  • Core Area: 0.07734 mm²
  • IO Pins: 346

Yosys
  • Post-synth EDFFs: 0
  • Dominant cell area share: 0.2360
  • Seq share, synth: 0.2360
  • Largest cells by area after synthesis: dfxtp_1, fa_1, ha_1
  • Yosys stat area: 0.03122 mm²
  • Post-Synthesis Cells: 3528
  • # Cells Yosys: 3528
  • Syn_area_per_cell: 8.850 µm²
  • Main flop type: dfxtp_1
  • Yosys warnings: 6
  • Async SR Flop Fraction: 0
  • Synth cell types: 118
  • Area of the mapped netlist: 0.03122 mm²
  • Synth area leader: dfxtp_1
  • Flops after synth: 368

Critical path
  • Crit path capture: CYO.f_mux_out
  • Reg2reg start: B1_reg_mux.f_mux_out[5]
  • Startpoint Class: primary input
  • Slowest stage delay, CP: 0.62 ns
  • FF-to-FF setup slack: 13.17 ns
  • Reg-to-Reg End: CYO.f_mux_out
  • CP arrival: 12.83 ns
  • Crit path launch: B[0]
  • CP max FO: 12
  • Kind of critical path: primary input to flop
  • Max stage delay cell, worst path: a211oi_2
  • CP required: 25.37 ns
  • Worst R2R Path Depth: 37
  • CP Capture Type: flop

GRT
  • Vias in the first global route: 24.18k
  • Pin count of the biggest net entering global routing: 66
  • Initial antenna violation count: 2
  • First-pass GRT wire length: 142200 µm
  • GR Util All Layers: 0.2438
  • GR Overflow Total: 0

Drt
  • WL final: 91520 µm
  • First drt pass iteration count: 5
  • Via/cell ratio: 5.157
  • DR vias: 24.77k
  • DRT iter0 DRCs: 1366
  • DRC: 0
  • Post-DRT Antenna Nets: 0
  • # diodes: 0
  • Routed len/inst: 19.05 µm

Outcome
  • Status: finished clean
==> cell type report <==
class	count	area, µm²	share of cell area
well taps	1040	1301	0.03558
clock inverters	21	300.3	0.008212
clock buffers	55	1181	0.03230
multi-input cells	2587	21450	0.5864
flip-flops and latches	368	7375	0.2017
repair buffers	382	3649	0.09977
inverters	351	1318	0.03603
==> registers in the layout, indices dropped and copies added, names as in the netlist, 36 cells and up <==
| signal | flops |
|---|---|
| M_reg_mux.F_reg1 | 36 |
| P_reg_mux.F_reg1 | 48 |
| P_reg_mux.f_mux_out | 48 |
| M_reg_mux.f_mux_out | 36 |
==> worst min-delay path by stage <==
stage                                endpoint                 start
final                 P_reg_mux.f_mux_out[40]  P_reg_mux.F_reg1[40]
after global routing  P_reg_mux.f_mux_out[44]  P_reg_mux.F_reg1[44]
after CTS             P_reg_mux.f_mux_out[40]  P_reg_mux.F_reg1[40]
==> metal layers <==
metal	vias to the layer above	global-route usage	part of all wire
met5	-	0	0
li1	12140	-	-
met2	661	0.3660	0.45
met3	130	0.06103	0.069
met1	11840	0.3609	0.45
met4	0	0.06313	0.031
==> kinds of logic (layout without fill, tap and decap cells) <==
family / after synthesis / in the layout / share of synthesized area
adders and majority gates: 437 / 437 / 0.2372
buffers and inverters: 573 / 809 / 0.07747
AOI/OAI and AO/OA: 615 / 615 / 0.1401
and+or+nand+nor: 1132 / 1132 / 0.1802
muxes: 217 / 217 / 0.07638
DFF: 368 / 368 / 0.2360
xor gates and xnor gates: 186 / 186 / 0.05266
==> critical path, delay by kind of cell <==
kind,cells,cell delay [ns]
xor+xnor,3,0.77
mux,2,0.36
fa+ha+maj,2,0.55
compound gates,11,2.70
simple gates,9,2.69
buf+inv,3,0.76
==> stage by stage <==
stage / std cells / hold slack [ns]
2_1_floorplan: 3528 / 0.4014
6_report: 4804 / 0.4154
4_1_cts: 4804 / 0.4180
3_3_place_gp: 4728 / 0.4085
5_1_grt: 4804 / 0.4477
3_5_place_dp: 4728 / 0.4156
==> synthesized netlist by cell type (21+ instances only) <==
| cell type | count |
|---|---|
| a21o_1 | 41 |
| nor3_1 | 40 |
| ha_1 | 179 |
| dfxtp_1 | 368 |
| buf_2 | 21 |
| nand2_1 | 405 |
| xnor2_1 | 112 |
| inv_1 | 349 |
| clkbuf_1 | 124 |
| fa_1 | 258 |
| o21ai_0 | 154 |
| and2_1 | 155 |
| mux2_2 | 170 |
| nand3_1 | 42 |
| nor2b_1 | 118 |
| a21oi_1 | 111 |
| nor2_1 | 212 |
| buf_4 | 58 |
| xor2_1 | 72 |
| a31oi_1 | 27 |
| a22o_1 | 50 |
| and3_1 | 25 |
| mux2i_1 | 47 |
| o21a_1 | 32 |
